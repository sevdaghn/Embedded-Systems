$ cat flow/config.mk
export PLATFORM = sky130hd
export DESIGN_NAME = Lab3_Part2
export DESIGN_NICKNAME = Lab3_Part2
export VERILOG_FILES = /design/flow/design.v
export SDC_FILE = /design/flow/constraint.sdc
export NUM_CORES = 4
export LEC_CHECK = 1
export CORE_UTILIZATION = 30
$ cat flow/constraint.sdc
current_design Lab3_Part2

set clk_period 7.6
set clk_io_pct 0.2

create_clock -name clk0 -period $clk_period [get_ports {clk}]

set non_clock_inputs [all_inputs -no_clocks]
set_input_delay [expr $clk_period * $clk_io_pct] -clock clk0 $non_clock_inputs
set_output_delay [expr $clk_period * $clk_io_pct] -clock clk0 [all_outputs]
$ cat flow/run.sh
#!/bin/bash
# OpenROAD 26Q1-2900-gdf79404cd8, Yosys 0.63+post, stock flow scripts
make -C /OpenROAD-flow-scripts/flow DESIGN_CONFIG=/design/flow/config.mk WORK_HOME=/design/flow/orfs finish
$ cat flow/design.v
module Lab3_Part2 (
    input [7:0] SW,
    input clk,
    input reset_n,
    input load_A,
    input load_B,
    output reg [6:0] HEX0, HEX1, HEX2, HEX3, HEX4, HEX5,
    output carry_out
);
    reg [7:0] A, B;
    reg [8:0] S;
    always @(posedge clk or negedge reset_n) begin
        if (!reset_n) begin
            A <= 8'd0;
            B <= 8'd0;
        end else begin
            if (load_A)
                A <= SW;
            if (load_B)
                B <= SW;
        end
    end
    always @(*) begin
        S = A + B;
    end
    assign carry_out = S[8];
    function [6:0] seg;
        input [3:0] val;
        begin
            case (val)
                4'h0: seg = 7'b1000000;
                4'h1: seg = 7'b1111001;
                4'h2: seg = 7'b0100100;
                4'h3: seg = 7'b0110000;
                4'h4: seg = 7'b0011001;
                4'h5: seg = 7'b0010010;
                4'h6: seg = 7'b0000010;
                4'h7: seg = 7'b1111000;
                4'h8: seg = 7'b0000000;
                4'h9: seg = 7'b0010000;
                4'hA: seg = 7'b0001000;
                4'hB: seg = 7'b0000011;
                4'hC: seg = 7'b1000110;
                4'hD: seg = 7'b0100001;
                4'hE: seg = 7'b0000110;
                4'hF: seg = 7'b0001110;
                default: seg = 7'b1111111;
            endcase
        end
    endfunction
    always @(*) begin
        HEX0 = seg(S[3:0]);
        HEX1 = seg(S[7:4]);
        HEX2 = seg(B[3:0]);
        HEX3 = seg(B[7:4]);
        HEX4 = seg(A[3:0]);
        HEX5 = seg(A[7:4]);
    end
endmodule
==> impl_metrics.toml <==
# yosys + openroad results
[status]
status = "completed"

[global_route]
wire_length_of_the_first_global_routing_pass_mm = 8.64
grt_util_met2 = 0.193
grt_antenna_before_repair = 0
busiest_layer = "met1"
grt_remaining_overflow = 0
gr_met3_demand_resource = 0.0136
gr-usage-all-layers = 0.124
groute.layer.met1.usage = 0.197
maximum_number_of_pins_on_one_net_before_global_route_repair = 17
number_of_global_route_vias_before_repair = 1872

[yosys]
top_cells_by_count = "sky130_fd_sc_hd__ha_1, sky130_fd_sc_hd__inv_1, sky130_fd_sc_hd__nor2_1"
adder_area_share = 0.244
yosys.cell_types.count = 46
topCellsByArea = "sky130_fd_sc_hd__ha_1, sky130_fd_sc_hd__dfrtp_1, sky130_fd_sc_hd__mux2i_1"
simple_gate_share = 0.121
synth-edff-count = 0
top_cell_area_share = 0.235
synth.mux.area_fraction = 0.168
synth_top_cell_by_count = "sky130_fd_sc_hd__ha_1"
synth-warning-count = 1
yosys_cells = 268
synth-compound-area-share = 0.201
async_flop_share = 1.00
synthesized_cell_area_sq_um = 2390
netlist_instances = 268
synth-seq-area-share = 0.167
xor_share = 0.0403
syn_area_per_cell_sq_um = 8.92
numSynthFlops = 16
netlist.top_cell.by_area = "sky130_fd_sc_hd__ha_1"
synth.comb.largest_family = "adder cells"
synth_top_flop_cell = "sky130_fd_sc_hd__dfrtp_1"
ys_area_sq_um = 2390

[cells_and_area]
instances_no_fill = 418
flow.area_growth_from_synthesis_pct = 28.8
post_route_cells_drive_above_1_share = 0.101
stdcell_area_sq_um = 3080

[sta]
relative_max_transition_margin = 0.461
grt_setup_unrepaired = "no"
finalMaxSlewViolations = 0
worst-slew-pin-transition_ns = 0.802
setup_viol = 0
achievable-frequency_ghz = 0.198
final.setup.tns_ns = 0
timing.clock.skew_ns = 0
final_period_minus_worst_setup_slack_ns = 5.04
finalHoldViolations = 0
timing.final.crit_share = 0.663

[cts]
cts.clk_slew.worst_paths_ns = 0.06
cts-hold-fix-buffers = 0
cts_max_level = 1
clock-sinks = 16
tritoncts = "built"
cts_inserted_buffers = 3
clock-root-buffer = "sky130_fd_sc_hd__clkbuf_8"
postCtsSetupRepairBufs = 0
resize_count_post_cts = 0
clock_path_buffers = 2
clk-insertion-delay-late_ns = 0.24

[drt]
via_per_inst = 4.72
detail_route.drc_violations = 0
ant_nets = 0
detailedRoute.firstPassIterationCount = 4
drt_iter0_drc = 77
antennaDiodeCount = 0
finalWirelength_mm = 4.91
routedWlPerCell_microns = 11.7
vias = 1974

[min_path]
hp-class = "flip-flop to flip-flop"

[critical_path]
critPathRequiredTime_ns = 6.08
startpoint_type = "flip-flop"
worstSetupPathType = "flip-flop to primary output"
crit_path_max_fanout = 14
cp.arrival_ns = 3.52
critPathCaptureType = "primary output"

[power_and_ir_drop]
power.static_leakage_nw = 1.40
ir_drop_mv = 0.0582
power_per_cell_area_nw_per_um2 = 192

[die]
fp.dieW_microns = 91.3
initCoreUtil = 0.309
die_height_microns = 91.3
die-area_sq_um = 8330
coreArea_sq_um = 7730
num_io_pins = 55
floorplan.rows = 32

[placed_design]
placed_cells_incl_taps = 414
gp_routability_congestion = 0.840
dpl.hpwl_mm = 3.94
io_buffers = 54
place_area_sq_um = 3020

[flow_run]
stage_log_warnings = 56
cap_violations = 0
## sequential cells by signal, indices dropped and copies added, names as in the netlist
| signal | cells |
|---|---|
| A | 8 |
| B | 8 |
## kinds of logic after synthesis
group | after synthesis
XOR/XNOR | 8
buffers and inverters | 37
AND/OR/NAND/NOR | 61
multiplexers | 31
adder cells (fa/ha/maj) | 46
AND-OR/OR-AND | 69
flip-flops | 16
## layout make-up
cell class / count / area (sq um)
clock buffers: 4 / 55.1
fillers: 744 / 4650
inverters: 26 / 97.6
multi-input cells: 215 / 1850
flip-flops and latches: 16 / 400
well taps: 102 / 128
repair buffers: 55 / 548
## layer usage
metal  vias up  wire length [microns]
li1       1040                      -
met1       893                   2570
met2        39                   2140
met3         2                    173
met4         0                     23
met5         -                      0
## worst paths after layout
path	start	end	slack, ns	depth (start not counted)
worst max register to register	B[7]	B[7]	6.56	1
worst min register to register	A[5]	A[5]	0.77	2
max in group asynchronous	reset_n	B[1]	5.44	1
min in group asynchronous	reset_n	A[2]	1.70	1
worst max-delay path	B[3]	HEX1[3]	2.56	9
worst min-delay path	A[5]	A[5]	0.77	2
## power breakdown
group          leakage [nW]  internal [mW]  total [mW]  switching (mW)
registers             0.191         0.0930       0.116          0.0233
clock network        0.0288         0.0459      0.0730          0.0271
logic                  1.18          0.246       0.403           0.157
total                  1.40          0.385       0.592           0.207
## layout by cell type, fill, tap and decap left out, types with 2 or more instances in the layout
cell type                         netlist  routed
sky130_fd_sc_hd__clkdlybuf4s50_1        0      54
sky130_fd_sc_hd__ha_1                  45      45
sky130_fd_sc_hd__inv_1                 26      26
sky130_fd_sc_hd__nor2_1                23      23
sky130_fd_sc_hd__o21ai_0               20      20
sky130_fd_sc_hd__nand2_1               19      19
sky130_fd_sc_hd__dfrtp_1               16      16
sky130_fd_sc_hd__mux2i_1               15      15
sky130_fd_sc_hd__a21oi_1               12      12
sky130_fd_sc_hd__o22ai_1               10      10
sky130_fd_sc_hd__mux2_2                 9       9
sky130_fd_sc_hd__a22o_1                 7       7
sky130_fd_sc_hd__mux4_2                 6       6
sky130_fd_sc_hd__nor2b_1                6       6
sky130_fd_sc_hd__xnor2_1                4       4
sky130_fd_sc_hd__a21o_1                 4       4
sky130_fd_sc_hd__clkbuf_8               0       4
sky130_fd_sc_hd__a32o_1                 3       3
sky130_fd_sc_hd__or3b_2                 3       3
sky130_fd_sc_hd__xor2_1                 2       2
sky130_fd_sc_hd__nand2b_1               2       2
sky130_fd_sc_hd__nor3_1                 2       2
## worst max-delay path, cell delays in order (launching register included)
cell	delay (ns)
sky130_fd_sc_hd__dfrtp_1	0.65
sky130_fd_sc_hd__ha_1	0.39
sky130_fd_sc_hd__a21o_1	0.18
sky130_fd_sc_hd__a31o_1	0.20
sky130_fd_sc_hd__a21oi_1	0.17
sky130_fd_sc_hd__xor2_1	0.41
sky130_fd_sc_hd__inv_1	0.16
sky130_fd_sc_hd__ha_1	0.26
sky130_fd_sc_hd__mux4_2	0.45
sky130_fd_sc_hd__clkdlybuf4s50_1	0.41
## stage by stage
stage | setup WS [ns] | hold slack [ns] | total power [mW] | util
5_1_grt | 2.23 | 0.823 | 0.653 | 0.398
6_report | 2.56 | 0.772 | 0.592 | 0.398
2_1_floorplan | 3.67 | 0.670 | 0.346 | -
3_3_place_gp | 2.85 | 0.770 | 0.520 | 0.391
4_1_cts | 2.54 | 0.771 | 0.600 | 0.398
3_5_place_dp | 2.82 | 0.759 | 0.524 | 0.391
Power and IR drop assume default switching activity.
