==> ./run.sh <==
#!/bin/bash
# OpenROAD 26Q1-2900-gdf79404cd8, Yosys 0.63+post, stock flow scripts
make -C /OpenROAD-flow-scripts/flow DESIGN_CONFIG=/design/flow/config.mk WORK_HOME=/design/flow/orfs finish
==> ./config.mk <==
export PLATFORM = sky130hd
export DESIGN_NAME = Lab3_Part4
export DESIGN_NICKNAME = Lab3_Part4
export VERILOG_FILES = /design/flow/design.v
export SDC_FILE = /design/flow/constraint.sdc
export NUM_CORES = 4
export LEC_CHECK = 1
export CORE_AREA = 10 10 80 80
export DIE_AREA = 0 0 90 90
==> ./constraint.sdc <==
current_design Lab3_Part4

set clk_period 1.9
set clk_io_pct 0.2

create_clock -name clk0 -period $clk_period [get_ports {clk}]

set non_clock_inputs [all_inputs -no_clocks]
set_input_delay [expr $clk_period * $clk_io_pct] -clock clk0 $non_clock_inputs
set_output_delay [expr $clk_period * $clk_io_pct] -clock clk0 [all_outputs]
==> ./design.v <==
module Lab3_Part4 (
    input clk,
    input enable,
    input reset_n,
    output reg [15:0] Q
);
    always @(posedge clk or negedge reset_n) begin
        if (!reset_n)
            Q <= 0;
        else if (enable)
            Q <= Q + 1;
    end
endmodule
==> results.cfg <==
; yosys + openroad results
[final_layout]
mostFrequentLayoutCells = clkdlybuf4s50_1 (18), dfrtp_1 (16), xnor2_1 (9)
layout_top_cell = clkdlybuf4s50_1
top_register = Q
largest_reg_flops = 16
largest_registers = Q (16)
n_fill_cell = 488
area_growth_pct = 48.0
final_cells = 147
drive_gt1_frac = 0.113

[clocking]
clockBufferDepth = 2
clk_pin_slew_ns = 0.06
cts.sink_count = 16
clk_latency_ns = 0.24
clockRootBuffer = clkbuf_8
ctsResizeCount = 0
post_cts_buffers = 0
htreeDepth = 1
cts_hold_buf = 0
cts_buffers = 3
cts_tree = built

[global_route]
grt_use_total = 0.0385
grt_pass1_wl_um = 2590
grt_max_degree = 17
grt-ovfl-total = 0
antenna_found_initial = 0
grt_pass1_vias = 511

[floorplanning]
pin_count = 19
design.die.area_um2 = 8100
fp.dieH_um = 90
core_um2 = 4720
num_rows = 25
die_w_um = 90
fp_util = 0.147

[yosys]
yosysSeqAreaShare = 0.576
syn_avg_cell_area_um2 = 12.4
synth-area-yosys_um2 = 696
top_area_frac = 0.576
yosys-top-cells-area = dfrtp_1 (58%), xnor2_1 (11%), xor2_1 (7.6%)
synth_cells = 56
syn_area_um2 = 696
ys_warn_count = 1
yosysUniqueCellTypes = 15
ys_cells = 56
ys_seq_elements = 16
top_area_cell = dfrtp_1

[sta]
drv_slew = 0
finalCritPeriodShare = 0.844
slew_headroom = 0.799
setup_tns_ns = 0
fin_crit_ns = 1.60
setup_viol = 0
rsz0062_at_grt = no
tightest_slew_ns = 0.299
fmax_ghz = 0.624
hold_viol = 0
skew_ns = 0.00341

[setup_path]
crit_path_end_kind = output pin
critPathSlowestCell = clkdlybuf4s50_1
cp_max_fo = 5
cp_top_family = buffers and inverters
critPathMaxStageDelay_ns = 0.52
r2r_slack_ns = 0.43
required_ns = 1.52
crit_chain = clkdlybuf4s50_1
start_kind = flop
critical_path_class = flop to output pin
critPathArrivalTime_ns = 1.22
path_buffers = 1

[drt]
wl_um = 1540
wl_per_cell_um = 10.5
drc = 0
antenna_cells = 0
vias_per_cell = 3.33
dr.pass1.iters = 4
postRouteAntennaNets = 0
dr_total_vias = 490
drtIter0Drc = 6

[status]
status = finished clean

[placement]
dp.cells = 143
gp_congestion = 0.781
hpwlAfterDp_um = 1240
port-buffer-count = 18

[pwr]
vdd_drop_max_v = 0.000791
p_leak_uw = 0.000429
clkPwrFrac = 0.270
p_int_uw = 783
combinationalPowerShare = 0.243
cellPowerDensity_nw_per_um2 = 1050
p_sw_uw = 301
power_frac_seq = 0.488
p_sw_frac = 0.277

[run]
drv_cap = 0
warning_count = 25

[hold_path]
hold_path_class = input port to asynchronous set/reset pin
==> layer usage <==
layer / global-route usage / routed length [um] / part of all wire / vias up
met3: 0.0176 / 102 / 0.066 / 2
met2: 0.0533 / 635 / 0.41 / 18
met4: 0.00133 / 6 / 0.0039 / 0
met5: 0 / 0 / 0 / -
met1: 0.0564 / 799 / 0.52 / 227
li1: - / - / - / 243
==> through the flow <==
stage / hold WS (ns) / setup WS, ns / total power [uW] / area, um^2 / utilization
after detailed placement: 0.481 / 0.0829 / 806 / 975 / 0.206
after global routing: 0.473 / 0.224 / 1170 / 1030 / 0.218
after floorplan: 0.0844 / 0.632 / 608 / 696 / -
after global placement: 0.480 / 0.124 / 799 / 975 / 0.206
after CTS: 0.461 / 0.262 / 1110 / 1030 / 0.218
final: 0.453 / 0.297 / 1080 / 1030 / 0.218
==> synth_stat cells <==
| library cell | n |
|---|---|
| nand4_4 | 1 |
| mux2_1 | 1 |
| nor3_2 | 2 |
| ha_1 | 1 |
| nand2_1 | 5 |
| and4_1 | 1 |
| inv_1 | 1 |
| xnor2_1 | 9 |
| nor2_1 | 3 |
| nand3_1 | 5 |
| nand4_1 | 3 |
| xor2_1 | 6 |
| dfrtp_1 | 16 |
| nor4_1 | 1 |
| and3_1 | 1 |
==> power groups by stage <==
stage	sequential (uW)	combinational (uW)	clock, uW
CTS	531	275	300
global route	548	296	322
finish	529	263	292
==> area by class of cell <==
cell class              count  area [um^2]  share of cell area
flip-flops and latches     16          400               0.389
well taps                  67         83.8              0.0814
multi-input cells          39          292               0.283
inverters                   1         3.75             0.00365
clock buffers               4         55.1              0.0535
repair buffers             20          195               0.190
==> worst paths after layout <==
kind	to	cells after the start	from
min reg2reg	Q[15]$_DFFE_PN0P_	1	Q[15]$_DFFE_PN0P_
max	Q[2]	1	Q[2]$_DFFE_PN0P_
min	Q[12]$_DFFE_PN0P_	2	reset_n
max reg2reg	Q[12]$_DFFE_PN0P_	5	Q[0]$_DFFE_PN0P_
max in group asynchronous	Q[4]$_DFFE_PN0P_	2	reset_n
min in group clk0	Q[15]$_DFFE_PN0P_	1	Q[15]$_DFFE_PN0P_
==> cells by family after synthesis <==
kind of cell,synth area share
DFF,0.576
adders and majority gates,0.0180
xor gates and xnor gates,0.189
buffers and inverters,0.00539
muxes,0.0162
and+or+nand+nor,0.196
Power is estimated from default activity; no workload was simulated.
