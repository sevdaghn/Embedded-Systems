===== /design/flow/design.v =====
module Lab2_Part4 (
    input [3:0] V,
    output reg [6:0] HEX0,
    output reg [6:0] HEX1
);
wire z;
wire [3:0] A;
wire [3:0] digit0;
assign z = (V > 4'd9);
assign A = V - 4'd10;
assign digit0 = (z == 1'b0) ? V : A;
always @(*) begin
    case (z)
        1'b0: HEX1 = 7'b1000000;
        1'b1: HEX1 = 7'b1111001;
    endcase
end
always @(*) begin
    case (digit0)
        4'd0: HEX0 = 7'b1000000;
        4'd1: HEX0 = 7'b1111001;
        4'd2: HEX0 = 7'b0100100;
        4'd3: HEX0 = 7'b0110000;
        4'd4: HEX0 = 7'b0011001;
        4'd5: HEX0 = 7'b0010010;
        4'd6: HEX0 = 7'b0000010;
        4'd7: HEX0 = 7'b1111000;
        4'd8: HEX0 = 7'b0000000;
        4'd9: HEX0 = 7'b0010000;
        default: HEX0 = 7'b1111111;
    endcase
end
endmodule

===== /design/flow/run.sh =====
#!/bin/bash
# OpenROAD 26Q1-2900-gdf79404cd8, Yosys 0.63+post, stock flow scripts
make -C /OpenROAD-flow-scripts/flow DESIGN_CONFIG=/design/flow/config.mk WORK_HOME=/design/flow/orfs finish

===== /design/flow/config.mk =====
export PLATFORM = sky130hd
export DESIGN_NAME = Lab2_Part4
export DESIGN_NICKNAME = Lab2_Part4
export VERILOG_FILES = /design/flow/design.v
export SDC_FILE = /design/flow/constraint.sdc
export NUM_CORES = 4
export LEC_CHECK = 1
export CORE_AREA = 10 10 70 70
export DIE_AREA = 0 0 80 80

===== /design/flow/constraint.sdc =====
current_design Lab2_Part4

set clk_period 1.8
set clk_io_pct 0.2

create_clock -name clk0 -period $clk_period

set non_clock_inputs [all_inputs -no_clocks]
set_input_delay [expr $clk_period * $clk_io_pct] -clock clk0 $non_clock_inputs
set_output_delay [expr $clk_period * $clk_io_pct] -clock clk0 [all_outputs]

==> flow_summary_export.csv <==
group,metric,value,unit
run,maxCapViolCount,0,
critical_path,crit_type,"primary input to output port",
sta,finalClockPeriodUsage,110,%
yosys,syn_inst,65,
place,dp_slack,-0.982,ns
floorplan,row_count,21,
yosys,avgSynthCellArea,6.89,sq um
grt,antenna_found_initial,0,
outcome,status,"finished with violations",
pwr,power,0.000288,W
place,dp_hpwl,1110,um
route,vias_per_cell,4.19,
outcome,failed_checks,"negative setup slack",
place,routabilityCongestion,0.807,
place,dp.cells,131,
place,portBuffers,15,
floorplan,die_area,0.00640,sq mm
finish,drive_above_1_share,65.3,%
sta,finalSetupViolations,10,
yosys,ys_cells,65,
floorplan,core-area,0.00342,sq mm
critical_path,arrival,1.62,ns
sta,fmax,0.505,GHz
sta,whs,1.15,ns
route,diodes,0,
yosys,top_cells_by_area,"buf_4, ha_1, a32o_1",
finish,nClkBuffers,0,
route,vias,603,
route,postRouteAntennaNets,0,
pwr,vdd.ir_drop.worst,0.0891,mV
floorplan,initial_core_util,13.1,%
yosys,synth_cell_type_count,33,
critical_path,critPathMaxFanout,5,
floorplan,die_y,80,um
yosys,topCombFamilyByArea,"AND-OR/OR-AND gates",
critical_path,cp.depth,9,
critical_path,end_kind,"output port",
sta,drv_slew,0,
critical_path,crit_path_start,"V[1]",
grt,overflow,0,
yosys,simple_gate_area_share,22.9,%
route,finalWirelength,1800,um
yosys,syn_area,448,sq um
critical_path,cp_num_buf_inv,5,
yosys,ys_seq_share,0,%
route,drtPass1Iterations,4,
floorplan,io-pin-count,18,
floorplan,die_x,80,um
critical_path,crit_top_cell,"buf_6",
clock_network,hold_buffers,0,
grt,grt.total_usage,4.97,%
worst_hold_path,hp-class,"primary input to output port",
yosys,yosys.area.top_type_share,13.4,%
critical_path,worstPathCellList,"buf_8 -> inv_8 -> buf_6 -> ha_4 -> buf_6 -> nand3b_1 -> a31oi_1 -> a311o_1 -> buf_2",
yosys,yosysChipArea,448,sq um
critical_path,startpoint_type,"primary input",
critical_path,crit_end,"HEX0[3]",
yosys,synthMuxAreaShare,0,%
grt,grt_max_degree,14,
finish,seq_area,0,sq um
sta,timing.final.ws_setup,-0.179,ns
critical_path,critPathTopFamily,"buffers and inverters",
finish,finalNonFillerCells,144,
grt,grt_first_pass_wirelength,2770,um
route,drc,0,
sta,post-route-min-period,1.98,ns
critical_path,slowest_delay,0.32,ns
finish,area_growth,115,%
grt,grt_pass1_vias,599,
yosys,yosys.area_share.aoi,36.0,%
yosys,top_area_cell,"buf_4",
yosys,ys_sh_xor,3.91,%
critical_path,required,1.44,ns
route,wl_per_cell,12.5,um
sta,hold_viol_final,0,
route,drtIter0Drc,19,
pwr,p_leak,0.415,nW
sta,rsz0062_at_grt,"yes",
run,warnings,35,
pwr,power.density,300,mW/mm^2
yosys,ys_sh_adder,11.2,%
finish,flop-count,0,
yosys,yosysWarnings,1,
critical_path,cp_slowest_cell,"ha_4",
[cells in the mapped netlist]
cell type / n
buf_4: 8
inv_1: 5
ha_1: 4
nand2_1: 4
a21oi_1: 3
a31oi_1: 3
a32o_1: 3
nor2_1: 3
and3_1: 2
conb_1: 2
nand3_1: 2
nand3b_1: 2
nor2b_1: 2
o21ai_0: 2
o22ai_1: 2
a211oi_1: 1
a21o_1: 1
a21o_2: 1
a311o_1: 1
a311o_2: 1
a311oi_1: 1
a31o_2: 1
buf_2: 1
buf_6: 1
clkbuf_8: 1
nand2b_1: 1
nand4b_1: 1
nor3_1: 1
o21ai_1: 1
o31ai_1: 1
or2_1: 1
xnor2_1: 1
xor2_1: 1
[layout make-up]
type               instances  area, sq um
fillers                  367         2450
inverters                  5         26.3
multi-input cells         50          512
well taps                 46         57.6
repair buffers            43          365
[per-stage QoR]
stage | cell area [sq um] | setup TNS (ns) | utilization [%]
CTS | 851 | -0.848 | 24.9
global placement | 694 | -8.44 | 20.3
detailed placement | 694 | -8.42 | 20.3
finish | 961 | -0.893 | 28.1
global route | 961 | -1.50 | 28.1
floorplan | 464 | 0 | -
[worst min path at each step]
| stage | from | end | cells past startpoint |
|---|---|---|---|
| global route | V[2] | HEX0[1] | 4 |
| finish | V[2] | HEX0[1] | 4 |
| CTS | V[2] | HEX0[1] | 4 |
[layer usage]
metal	vias to the layer above	part of all wire, %	global-route usage, %
li1	301	-	-
met1	288	51	7.59
met2	12	47	7.62
met3	2	1.4	0.227
met4	0	0.78	0.528
met5	-	0	0
[cells in the final DEF, fill, tap and decap left out, drive strengths merged]
cell type,instances
buf,38
inv,5
ha,4
clkdlybuf4s50,4
nand2,4
a32o,3
a31oi,3
conb,3
o21ai,3
nor2,3
a21oi,3
nor2b,2
nand3b,2
nand3,2
a21o,2
and3,2
a311o,2
o22ai,2
o31ai,1
nand4b,1
or2,1
xor2,1
nand2b,1
xnor2,1
nor3,1
a31o,1
a311oi,1
a211oi,1
dlygate4sd2,1
[report_power, final]
part,total (W),switching [W],internal [W]
sequential,0,0,0
combinational,0.000288,0.000118,0.000170
clock,0,0,0
total,0.000288,0.000118,0.000170
[timing repair]
action / 4_1_cts / 5_1_grt
buffers inserted: 10 / 4
gates cloned: 0 / 0
resized: 68 / 16
endpoints found under the setup margin: 11 / 11
pin swaps: 17 / 9
[cells by family (layout without fill, tap and decap cells)]
logic type      count (synthesis)  after routing
fa+ha+maj                       4              4
other cells                     2              3
simple gates                   19             19
xor+xnor                        2              2
buf+inv                        16             48
compound gates                 22             22
[worst min-delay path, stage by stage]
cell and delay, ns:
buf_6 0.10, buf_4 0.10, a32o_1 0.14, buf_2 0.09
No activity file was given, so power comes from the tool's default toggle rates.
